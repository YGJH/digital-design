### design.v
module SevenAndTwosub(
    input [3:0]A , B,
    input m,
    output logic [3:0]S,
    output logic [3:0]C,
    output logic V,
    output logic Cout,
    output logic [6:0]seg
);
twosub u_twosub(
    .se(m),
	.A(A),
	.B(B),
	.V(V),
	.S(S),
	.C(C)
);
SevenDecoder u_SevenDecoder(
    .A(S),
    .seg(seg)
);
assign Cout = C[3];
endmodule
module SevenDecoder(
    input [3:0]A,
    output [7:0]seg
);
logic X[6:0];
assign X[0] = 
  (~A[0] & ~A[1] & ~A[2] & ~A[3])  
| (~A[0] & A[1] & ~A[2] & ~A[3])  
| (A[0] & A[1] & ~A[2] & ~A[3])  
| (A[0] & ~A[1] & A[2] & ~A[3])   
| (~A[0] & A[1] & A[2] & ~A[3])   
| (A[0] & A[1] & A[2] & ~A[3])   
| (~A[0] & ~A[1] & ~A[2] & A[3])   
| (A[0] & ~A[1] & ~A[2] & A[3])  
| (~A[0] & A[1] & ~A[2] & A[3])  
| (~A[0] & ~A[1] & A[2] & A[3])  
| (~A[0] & A[1] & A[2] & A[3])  
| (A[0] & A[1] & A[2] & A[3]);  
assign X[1] = 
  (~A[0] & ~A[1] & ~A[2] & ~A[3])  
| (A[0] & ~A[1] & ~A[2] & ~A[3])  
| (~A[0] & A[1] & ~A[2] & ~A[3])  
| (A[0] & A[1] & ~A[2] & ~A[3])  
| (~A[0] & ~A[1] & A[2] & ~A[3])  
| (A[0] & A[1] & A[2] & ~A[3])  
| (~A[0] & ~A[1] & ~A[2] & A[3])  
| (A[0] & ~A[1] & ~A[2] & A[3])  
| (~A[0] & A[1] & ~A[2] & A[3])  
| (A[0] & ~A[1] & A[2] & A[3]);  
assign X[2] = 
  (~A[0] & ~A[1] & ~A[2] & ~A[3])  
| (A[0] & ~A[1] & ~A[2] & ~A[3])  
| (A[0] & A[1] & ~A[2] & ~A[3])  
| (~A[0] & ~A[1] & A[2] & ~A[3])  
| (A[0] & ~A[1] & A[2] & ~A[3])  
| (~A[0] & A[1] & A[2] & ~A[3])  
| (A[0] & A[1] & A[2] & ~A[3])  
| (~A[0] & ~A[1] & ~A[2] & A[3])  
| (A[0] & ~A[1] & ~A[2] & A[3])  
| (~A[0] & A[1] & ~A[2] & A[3])  
| (A[0] & A[1] & ~A[2] & A[3])  
| (A[0] & ~A[1] & A[2] & A[3]) ;  
assign X[3] = 
  (~A[0] & ~A[1] & ~A[2] & ~A[3])  
| (~A[0] & A[1] & ~A[2] & ~A[3])  
| (A[0] & A[1] & ~A[2] & ~A[3])  
| (A[0] & ~A[1] & A[2] & ~A[3])  
| (~A[0] & A[1] & A[2] & ~A[3])  
| (~A[0] & ~A[1] & ~A[2] & A[3])  
| (A[0] & ~A[1] & ~A[2] & A[3])  
| (A[0] & A[1] & ~A[2] & A[3])  
| (~A[0] & ~A[1] & A[2] & A[3])  
| (A[0] & ~A[1] & A[2] & A[3])  
| (~A[0] & A[1] & A[2] & A[3]) ;  
assign X[4] = 
  (~A[0] & ~A[1] & ~A[2] & ~A[3])  
| (~A[0] & A[1] & ~A[2] & ~A[3])  
| (~A[0] & A[1] & A[2] & ~A[3])  
| (~A[0] & ~A[1] & ~A[2] & A[3])  
| (~A[0] & A[1] & ~A[2] & A[3])  
| (A[0] & A[1] & ~A[2] & A[3])  
| (~A[0] & ~A[1] & A[2] & A[3])  
| (A[0] & ~A[1] & A[2] & A[3])  
| (~A[0] & A[1] & A[2] & A[3])  
| (A[0] & A[1] & A[2] & A[3]) ; 
assign X[5] = 
  (~A[0] & ~A[1] & ~A[2] & ~A[3])  
| (~A[0] & ~A[1] & A[2] & ~A[3])  
| (A[0] & ~A[1] & A[2] & ~A[3])  
| (~A[0] & A[1] & A[2] & ~A[3])  
| (~A[0] & ~A[1] & ~A[2] & A[3])  
| (A[0] & ~A[1] & ~A[2] & A[3])  
| (~A[0] & A[1] & ~A[2] & A[3])  
| (A[0] & A[1] & ~A[2] & A[3])  
| (~A[0] & ~A[1] & A[2] & A[3])  
| (~A[0] & A[1] & A[2] & A[3])  
| (A[0] & A[1] & A[2] & A[3]);  
assign X[6] =  
  (~A[0] & A[1] & ~A[2] & ~A[3])  
| (A[0] & A[1] & ~A[2] & ~A[3])  
| (~A[0] & ~A[1] & A[2] & ~A[3])  
| (A[0] & ~A[1] & A[2] & ~A[3])  
| (~A[0] & A[1] & A[2] & ~A[3])  
| (~A[0] & ~A[1] & ~A[2] & A[3])  
| (A[0] & ~A[1] & ~A[2] & A[3])  
| (~A[0] & A[1] & ~A[2] & A[3])  
| (A[0] & A[1] & ~A[2] & A[3])  
| (A[0] & ~A[1] & A[2] & A[3])  
| (~A[0] & A[1] & A[2] & A[3])  
| (A[0] & A[1] & A[2] & A[3]);  
assign seg[0] = ~X[0];
assign seg[1] = ~X[1];
assign seg[2] = ~X[2];
assign seg[3] = ~X[3];
assign seg[4] = ~X[4];
assign seg[5] = ~X[5];
assign seg[6] = ~X[6];
endmodule
module FA_1B(
    input A,
    input B,
    input Cin,
    output logic S,
    output logic Cout
);
logic X1;
logic A1 , A2;
xor XOR1(X1 , A , B);
xor XOR2(S , X1 , Cin);
and AND1(A1 , X1 , Cin);
and AND2(A2 , A , B);
or OR1(Cout , A1 , A2);
endmodule
module twosub(
	input se,
	input [3:0] A,
	input [3:0] B,
	output logic V,
	output logic [3:0] S,
	output logic [3:0] C
);
logic [3:0] _B;
assign Cin = se;
FA_1B u_FA_1B(
    .A(A[0]),
    .B(_B[0]) ,
	.Cin(Cin),
	.S(S[0]),
	.Cout(C[0])
);
FA_1B u_FA_2B(
    .A(A[1]),
    .B(_B[1]),
	.Cin(C[0]),
    .S(S[1]),
    .Cout(C[1])
);
FA_1B u_FA_3B(
    .A(A[2]),
    .B(_B[2]),
	.Cin(C[1]),
    .S(S[2]),
    .Cout(C[2])
);
FA_1B u_FA_4B(
    .A(A[3]),
    .B(_B[3]),
    .Cin(C[2]),
	 .S(S[3]),
    .Cout(C[3])
);
xor XOR1(_B[0] , B[0] , se);
xor XOR2(_B[1] , B[1] , se);
xor XOR3(_B[2] , B[2] , se);
xor XOR4(_B[3] , B[3] , se);
assign V = C[3] ^ C[2];
endmodule
### run.sh
#!/bin/bash
# OpenROAD 26Q1-2900-gdf79404cd8, Yosys 0.63+post, stock flow scripts
make -C /OpenROAD-flow-scripts/flow DESIGN_CONFIG=/design/flow/config.mk WORK_HOME=/design/flow/orfs finish
### config.mk
export PLATFORM = sky130hd
export DESIGN_NAME = SevenAndTwosub
export DESIGN_NICKNAME = SevenAndTwosub
export VERILOG_FILES = /design/flow/design.v
export SDC_FILE = /design/flow/constraint.sdc
export NUM_CORES = 4
export LEC_CHECK = 1
export CORE_AREA = 10 10 70 70
export DIE_AREA = 0 0 80 80
### constraint.sdc
current_design SevenAndTwosub

set clk_period 5.1
set clk_io_pct 0.2

create_clock -name clk0 -period $clk_period

set non_clock_inputs [all_inputs -no_clocks]
set_input_delay [expr $clk_period * $clk_io_pct] -clock clk0 $non_clock_inputs
set_output_delay [expr $clk_period * $clk_io_pct] -clock clk0 [all_outputs]
==> reports/qor.yml <==
outcome: "complete, no violations"
grt.total_usage: 0.03595
ff_count: 0
drt-wirelength-per-cell_microns: 9.672
core-area_sq_mm: 0.003416
drive_above_1_share: 0.3797
area_growth_pct: 105.2
drc: 0
grt_pass1_wl_microns: 1994
crit_arrival_ns: 3.97
fp.dieW_microns: 80
power.switching_uw: 69.51
fp_util: 0.1132
chipArea_sq_mm: 0.006400
ys_seq_share: 0
drt-pass1-iter-count: 4
antenna_found_initial: 0
wl_microns: 1209
die.size.y_microns: 80
io_buffers: 26
slew_headroom: 0.7852
path_class: "in -> out"
comb_area_sq_um: 344.1
grt_max_degree: 14
power_leakage_nw: 0.3353
clkbuf_count: 0
tightest_slew_ns: 0.3222
regArea_sq_um: 0
power_uw: 200.6
gp_congestion: 0.6504
num_antenna_cells: 0
p_int_uw: 131.1
vias: 437
combPwrFrac: 1.000
num-fill-cells: 379
ir_drop_v: 0.00009845
first_iter_violations: 18
crit_path_end_kind: "output port"
synth_warnings: 4
pwr_density_cell_mw_per_mm2: 252.9
finalSetupViolCount: 0
final.setup.tns_ns: 0
ant_nets: 0
yosysUniqueCellTypes: 27
fmax_mhz: 200.3
routed_via_density: 3.496
crit_path_max_fanout: 4
finalHoldViolations: 0
syn_area_sq_um: 386.6
start_kind: "input pin"
drv_slew: 0
period_needed_ns: 4.991
yosys_area_sq_um: 386.6
fin_crit_sh: 0.9787
syn-instance-count: 49
fp-row-count: 21
ys_cells: 49
syn_avg_cell_area_sq_um: 7.890
hold_buffers: 0
p_seq_frac: 0
grt_pass1_vias: 450
warnings: 32
cap_violations: 0
dpl.hpwl_microns: 1035
switching_share: 0.3464
clockPowerShare: 0
overflow: 0
hold_path.class: "in -> out"
ios: 26
crit_required_ns: 4.08
==> cells in the mapped netlist (2+ instances only) <==
master    number  area share
buf_4          8        0.16
xnor2_1        2       0.045
xor2_1         2       0.045
buf_2          2       0.026
or3_1          2       0.032
o211ai_1       2       0.039
nand2_1        2       0.019
inv_1          5       0.049
nand2b_1       2       0.032
nand3_1        2       0.026
o21ai_0        2       0.026
fa_1           3        0.16
==> worst max-delay path, cell delays in order <==
cell and delay [ns]:
clkdlybuf4s50_1 0.50, xor2_2 0.17, fa_2 0.23, inv_2 0.04
fa_2 0.39, inv_2 0.07, fa_2 0.48, or3_4 0.38
nor2_4 0.10, a211o_1 0.12, clkdlybuf4s50_1 0.46
==> per-stage QoR <==
| stage | setup WS (ns) | cells | area (sq um) | hold WS [ns] | util |
|---|---|---|---|---|---|
| finish | 0.1087 | 125 | 793.3 | 2.774 | 0.2322 |
| CTS | 0.01773 | 123 | 759.5 | 2.916 | 0.2223 |
| global placement | -0.1685 | 122 | 716.9 | 3.150 | 0.2099 |
| global route | -0.006621 | 125 | 793.3 | 2.804 | 0.2322 |
| detailed placement | -0.1844 | 122 | 716.9 | 3.154 | 0.2099 |
| floorplan | 0.8438 | 49 | 386.6 | 2.215 | - |
==> layout make-up <==
type,instances,area share
well taps,46,0.07256
repair buffers,40,0.4653
inverters,6,0.02839
multi-input cells,33,0.4338
==> placed cells by master (no fill, tap or decap), types with 2 or more instances in the layout <==
| master | Yosys | final |
|---|---|---|
| clkdlybuf4s50_1 | 0 | 23 |
| buf_4 | 8 | 13 |
| inv_2 | 1 | 3 |
| inv_1 | 5 | 3 |
| fa_2 | 0 | 3 |
| nand2b_4 | 0 | 2 |
| nand3_1 | 2 | 2 |
| nand2_1 | 2 | 2 |
| o211ai_1 | 2 | 2 |
| xnor2_1 | 2 | 2 |
| dlygate4sd2_1 | 0 | 2 |
==> layer usage <==
layer / up-vias / global-route usage / part of all wire
li1: 223 / - / -
met1: 194 / 0.04473 / 0.44
met2: 20 / 0.05618 / 0.41
met3: 0 / 0.02045 / 0.15
met4: 0 / 0 / 0
met5: - / 0 / 0
==> power by group through the flow <==
stage	logic [mW]	clock network (mW)	registers, mW
after global routing	0.222	0	0
after CTS	0.197	0	0
final	0.201	0	0
==> worst paths after layout <==
kind / cells past startpoint / to / slack [ns] / start
setup / recovery: 11 / seg[3] / 0.11 / B[1]
hold / removal: 3 / C[0] / 2.77 / A[0]
==> timing repair <==
| item | CTS | global route |
|---|---|---|
| gates resized | 11 | 7 |
| cloned | 0 | 0 |
| setup buffers | 1 | 2 |
| pin swaps | 2 | 4 |
| setup endpoints to repair | 7 | 6 |
==> cell families (layout without fill, tap and decap cells) <==
group           count (synthesis)  in the layout  synth area share
buf+inv                        16             46            0.2395
fa+ha+maj                       4              4            0.1845
xor+xnor                        5              5            0.1618
mux                             2              2           0.05502
simple gates                   10             10            0.1327
compound gates                 12             12            0.2266
Power and IR drop assume default switching activity.
