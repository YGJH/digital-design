$ cat design.v
module Fourbitcount(
    input clk , reset,
    output logic [3:0] ou,
    output logic [6:0] seg
);
SevenDecoder u_SevenDecoder(
    .A(ou),
    .seg(seg)
);
logic [3:0] C;
    always_ff @ (posedge clk) 
    begin 
        if (reset)
        begin
            ou[0] = 0; 
            ou[2] = 0; 
            ou[1] = 0;
            ou[3] = 0; 
            C[0] = 0;
            C[1] = 0;
            C[2] = 0;
            C[3] = 0;
       end
       else
       begin
            C[0] = ou[0] & clk;
            ou[0] = ou[0] ^ clk;
            C[1] = ou[1] & C[0];
            ou[1] = ou[1] ^ C[0];
            C[2] = ou[2] & C[1];
            ou[2] = ou[2] ^ C[1];
            C[3] = C[2] & ou[3];
            ou[3] = ou[3] ^ C[2];
        end
    end
endmodule
module SevenDecoder(
    input [3:0]A,
    output [7:0]seg
);
logic X[6:0];
assign X[0] = 
  (~A[0] & ~A[1] & ~A[2] & ~A[3])  
| (~A[0] & A[1] & ~A[2] & ~A[3])  
| (A[0] & A[1] & ~A[2] & ~A[3])  
| (A[0] & ~A[1] & A[2] & ~A[3])   
| (~A[0] & A[1] & A[2] & ~A[3])   
| (A[0] & A[1] & A[2] & ~A[3])   
| (~A[0] & ~A[1] & ~A[2] & A[3])   
| (A[0] & ~A[1] & ~A[2] & A[3])  
| (~A[0] & A[1] & ~A[2] & A[3])  
| (~A[0] & ~A[1] & A[2] & A[3])  
| (~A[0] & A[1] & A[2] & A[3])  
| (A[0] & A[1] & A[2] & A[3]);  
assign X[1] = 
  (~A[0] & ~A[1] & ~A[2] & ~A[3])  
| (A[0] & ~A[1] & ~A[2] & ~A[3])  
| (~A[0] & A[1] & ~A[2] & ~A[3])  
| (A[0] & A[1] & ~A[2] & ~A[3])  
| (~A[0] & ~A[1] & A[2] & ~A[3])  
| (A[0] & A[1] & A[2] & ~A[3])  
| (~A[0] & ~A[1] & ~A[2] & A[3])  
| (A[0] & ~A[1] & ~A[2] & A[3])  
| (~A[0] & A[1] & ~A[2] & A[3])  
| (A[0] & ~A[1] & A[2] & A[3]);  
assign X[2] = 
  (~A[0] & ~A[1] & ~A[2] & ~A[3])  
| (A[0] & ~A[1] & ~A[2] & ~A[3])  
| (A[0] & A[1] & ~A[2] & ~A[3])  
| (~A[0] & ~A[1] & A[2] & ~A[3])  
| (A[0] & ~A[1] & A[2] & ~A[3])  
| (~A[0] & A[1] & A[2] & ~A[3])  
| (A[0] & A[1] & A[2] & ~A[3])  
| (~A[0] & ~A[1] & ~A[2] & A[3])  
| (A[0] & ~A[1] & ~A[2] & A[3])  
| (~A[0] & A[1] & ~A[2] & A[3])  
| (A[0] & A[1] & ~A[2] & A[3])  
| (A[0] & ~A[1] & A[2] & A[3]) ;  
assign X[3] = 
  (~A[0] & ~A[1] & ~A[2] & ~A[3])  
| (~A[0] & A[1] & ~A[2] & ~A[3])  
| (A[0] & A[1] & ~A[2] & ~A[3])  
| (A[0] & ~A[1] & A[2] & ~A[3])  
| (~A[0] & A[1] & A[2] & ~A[3])  
| (~A[0] & ~A[1] & ~A[2] & A[3])  
| (A[0] & ~A[1] & ~A[2] & A[3])  
| (A[0] & A[1] & ~A[2] & A[3])  
| (~A[0] & ~A[1] & A[2] & A[3])  
| (A[0] & ~A[1] & A[2] & A[3])  
| (~A[0] & A[1] & A[2] & A[3]) ;  
assign X[4] = 
  (~A[0] & ~A[1] & ~A[2] & ~A[3])  
| (~A[0] & A[1] & ~A[2] & ~A[3])  
| (~A[0] & A[1] & A[2] & ~A[3])  
| (~A[0] & ~A[1] & ~A[2] & A[3])  
| (~A[0] & A[1] & ~A[2] & A[3])  
| (A[0] & A[1] & ~A[2] & A[3])  
| (~A[0] & ~A[1] & A[2] & A[3])  
| (A[0] & ~A[1] & A[2] & A[3])  
| (~A[0] & A[1] & A[2] & A[3])  
| (A[0] & A[1] & A[2] & A[3]) ; 
assign X[5] = 
  (~A[0] & ~A[1] & ~A[2] & ~A[3])  
| (~A[0] & ~A[1] & A[2] & ~A[3])  
| (A[0] & ~A[1] & A[2] & ~A[3])  
| (~A[0] & A[1] & A[2] & ~A[3])  
| (~A[0] & ~A[1] & ~A[2] & A[3])  
| (A[0] & ~A[1] & ~A[2] & A[3])  
| (~A[0] & A[1] & ~A[2] & A[3])  
| (A[0] & A[1] & ~A[2] & A[3])  
| (~A[0] & ~A[1] & A[2] & A[3])  
| (~A[0] & A[1] & A[2] & A[3])  
| (A[0] & A[1] & A[2] & A[3]);  
assign X[6] =  
  (~A[0] & A[1] & ~A[2] & ~A[3])  
| (A[0] & A[1] & ~A[2] & ~A[3])  
| (~A[0] & ~A[1] & A[2] & ~A[3])  
| (A[0] & ~A[1] & A[2] & ~A[3])  
| (~A[0] & A[1] & A[2] & ~A[3])  
| (~A[0] & ~A[1] & ~A[2] & A[3])  
| (A[0] & ~A[1] & ~A[2] & A[3])  
| (~A[0] & A[1] & ~A[2] & A[3])  
| (A[0] & A[1] & ~A[2] & A[3])  
| (A[0] & ~A[1] & A[2] & A[3])  
| (~A[0] & A[1] & A[2] & A[3])  
| (A[0] & A[1] & A[2] & A[3]);  
assign seg[0] = ~X[0];
assign seg[1] = ~X[1];
assign seg[2] = ~X[2];
assign seg[3] = ~X[3];
assign seg[4] = ~X[4];
assign seg[5] = ~X[5];
assign seg[6] = ~X[6];
endmodule
$ cat constraint.sdc
current_design Fourbitcount

set clk_period 1.4
set clk_io_pct 0.2

create_clock -name clk0 -period $clk_period [get_ports {clk}]

set non_clock_inputs [all_inputs -no_clocks]
set_input_delay [expr $clk_period * $clk_io_pct] -clock clk0 $non_clock_inputs
set_output_delay [expr $clk_period * $clk_io_pct] -clock clk0 [all_outputs]
$ cat run.sh
#!/bin/bash
# OpenROAD 26Q1-2900-gdf79404cd8, Yosys 0.63+post, stock flow scripts
make -C /OpenROAD-flow-scripts/flow DESIGN_CONFIG=/design/flow/config.mk WORK_HOME=/design/flow/orfs finish
$ cat config.mk
export PLATFORM = sky130hd
export DESIGN_NAME = Fourbitcount
export DESIGN_NICKNAME = Fourbitcount
export VERILOG_FILES = /design/flow/design.v
export SDC_FILE = /design/flow/constraint.sdc
export NUM_CORES = 4
export LEC_CHECK = 1
export CORE_AREA = 10 10 70 70
export DIE_AREA = 0 0 80 80
==> flow_summary.json <==
{
  "crit_slowest_cell": "or4b_4",
  "critPathMaxFanout": 2,
  "largest_reg_flops": 4,
  "timing.final.crit_share_pct": 127,
  "area_growth_pct": 187,
  "routedWlPerCell_um": 11.2,
  "maxSlewHeadroom_pct": 85.8,
  "fp.dieW_um": 80,
  "p_leak_nw": 0.457,
  "ys_chip_area_um2": 353,
  "critPathTopFamily": "simple AND/OR/NAND/NOR gates",
  "drt_iter0_drc": 16,
  "tightest_slew_ps": 212,
  "yosys_warnings": 4,
  "core_area_um2": 3420,
  "slew_viol_final": 0,
  "ys_ff": 4,
  "fin_skew_ps": 3.64,
  "min_period_ps": 1780,
  "holdPathStages": 4,
  "path_common_cell": "buf_6",
  "pin_count": 13,
  "reg2reg_depth": 7,
  "finalWorstSetupSlack_ps": -383,
  "post-route-drc-count": 0,
  "clock.latency.late_pin_ps": 340,
  "report.power.total_mw": 1.69,
  "antenna_cells": 0,
  "crit_arrival_ps": 1500,
  "dieArea_um2": 6400,
  "grt_pass1_vias": 639,
  "routed_via_density": 3.73,
  "syn_inst": 43,
  "antenna_found_initial": 0,
  "start_kind": "flop",
  "die_h_um": 80,
  "setup_violations": 8,
  "num_rows": 21,
  "fp_util_pct": 10.3,
  "cts_hold_buf": 0,
  "grt_pass1_wl_mm": 2.52,
  "grt_use_total_pct": 4.77,
  "worstSetupPathType": "flop to output pin",
  "place_hpwl_um": 783,
  "dp_slack_ps": -358,
  "drv_cap": 0,
  "ir_drop_mv": 0.579,
  "warning_count": 33,
  "cts_tree": "done",
  "finalHoldViolations": 0,
  "hold_class": "clock port to flop",
  "path_cells": "buf_6, buf_6, or4b_4, o21ai_2, buf_2",
  "path_clk_slew_ps": 40,
  "gp_congestion": 0.767,
  "portBuffers": 12,
  "cp.required_ps": 1120,
  "grt.overflow.total": 0,
  "yosysCellCount": 43,
  "finalWirelength_mm": 1.53,
  "fmax_mhz": 561,
  "endpoint_kind": "output pin",
  "synth_seq_share_pct": 22.7,
  "cp.depth": 5,
  "outcome": "finished, violations left",
  "netlist_area_um2": 353,
  "cpPeakStageDelay_ps": 460,
  "path_buffers": 3,
  "rsz0062_at_grt": "yes",
  "vias": 511,
  "layout-drive-gt1-share_pct": 76.9,
  "firstDrtPassIters": 4,
  "powerDensity_nw_per_um2": 1670,
  "grt_start_max_net_pins": 6,
  "synth.distinct_cells": 22,
  "r2r_slack_ps": 10,
  "avgSynthCellArea_um2": 8.21,
  "postRouteAntennaNets": 0,
  "violations": "negative setup slack",
  "nFillCells": 342
}
==> through the flow <==
step | cell area, um^2 | util [%] | cells | TNS (ps) | hold WS [ps]
3_5_place_dp | 624 | 18.3 | 108 | -2150 | 230
2_1_floorplan | 390 | - | 43 | -44.4 | 230
6_report | 1010 | 29.6 | 137 | -2020 | 188
4_1_cts | 945 | 27.7 | 138 | -2640 | 169
5_1_grt | 1010 | 29.6 | 137 | -2590 | 217
3_3_place_gp | 624 | 18.3 | 108 | -2050 | 230
==> cells in the mapped netlist <==
| library cell | count | area, um^2 |
|---|---|---|
| nand3_1 | 1 | 5.00 |
| nor3_1 | 1 | 5.00 |
| ha_1 | 3 | 37.5 |
| or4b_1 | 1 | 10.0 |
| nor2b_1 | 4 | 25.0 |
| o221ai_1 | 1 | 8.76 |
| buf_2 | 3 | 15.0 |
| nand2_1 | 3 | 11.3 |
| dfxtp_1 | 4 | 80.1 |
| mux2_1 | 1 | 11.3 |
| nor2_1 | 3 | 11.3 |
| mux2i_1 | 1 | 10.0 |
| a22o_1 | 1 | 8.76 |
| o21ai_0 | 1 | 5.00 |
| o22a_1 | 1 | 8.76 |
| o21a_1 | 2 | 15.0 |
| nand2b_1 | 2 | 12.5 |
| buf_6 | 1 | 11.3 |
| or3_1 | 1 | 6.26 |
| nand4b_1 | 3 | 26.3 |
| xnor2_1 | 1 | 8.76 |
| o21ai_1 | 4 | 20.0 |
==> placed cells by master, fill, tap and decap left out, drive strengths merged <==
master / Yosys / final
nand3: 1 / 1
nand2: 3 / 3
o22a: 1 / 1
o221ai: 1 / 1
o21a: 2 / 2
mux2: 1 / 1
mux2i: 1 / 1
dlymetal6s2s: 0 / 1
nand4b: 3 / 3
clkbuf: 0 / 6
nor2b: 4 / 4
clkdlybuf4s50: 0 / 1
a22o: 1 / 1
buf: 4 / 44
or3: 1 / 1
o21ai: 5 / 5
nor2: 3 / 3
dfxtp: 4 / 4
ha: 3 / 3
nand2b: 2 / 2
nor3: 1 / 1
xnor2: 1 / 1
or4b: 1 / 1
==> metal layers <==
layer	track usage, %	routed length (um)
met1	5.13	669
met2	6.66	715
met3	3.52	137
met4	2.64	9
met5	0	0
==> layout make-up <==
type | instances | area (um^2) | share of cell area [%]
flip-flops and latches | 4 | 92.6 | 9.15
repair buffers | 46 | 457 | 45.1
multi-input cells | 35 | 360 | 35.6
well taps | 46 | 57.6 | 5.69
clock buffers | 6 | 45.0 | 4.45
==> path summary, 6_finish.rpt <==
check / end / start
worst max-delay path: seg[2] / ou[1]
worst min-delay path: ou[0] / clk
worst max register to register: ou[2] / ou[1]
worst min register to register: ou[0] / ou[0]
==> logic make-up after synthesis <==
logic type	Yosys count	synth area share [%]
simple gates	19	31.9
fa+ha+maj	3	10.6
buf+inv	4	7.45
mux	2	6.03
compound gates	10	18.8
xor+xnor	1	2.48
flops	4	22.7
==> power breakdown <==
part	leakage, nW	switching [mW]	internal [mW]
Clock	0.0628	0.133	0.274
Combinational	0.359	0.368	0.717
Sequential	0.0353	0.0374	0.160
Total	0.457	0.538	1.15
==> worst min-delay path, stage by stage <==
cell and delay [ps]:
clkbuf_4 100, clkbuf_4 130, ha_4 110, nor2b_1 130
==> what timing repair did <==
| item | in CTS | in global routing |
|---|---|---|
| resized | 68 | 22 |
| pin swaps | 10 | 9 |
| gates cloned | 1 | 0 |
| setup buffers | 23 | 4 |
| endpoints found under the setup margin | 11 | 15 |
Power and IR drop assume default switching activity.
