==> design.v <==
module SevenDecoder(
    input [3:0]A,
    output [7:0]seg
);
logic X[6:0];
assign X[0] = 
  (~A[0] & ~A[1] & ~A[2] & ~A[3])  
| (~A[0] & A[1] & ~A[2] & ~A[3])  
| (A[0] & A[1] & ~A[2] & ~A[3])  
| (A[0] & ~A[1] & A[2] & ~A[3])   
| (~A[0] & A[1] & A[2] & ~A[3])   
| (A[0] & A[1] & A[2] & ~A[3])   
| (~A[0] & ~A[1] & ~A[2] & A[3])   
| (A[0] & ~A[1] & ~A[2] & A[3])  
| (~A[0] & A[1] & ~A[2] & A[3])  
| (~A[0] & ~A[1] & A[2] & A[3])  
| (~A[0] & A[1] & A[2] & A[3])  
| (A[0] & A[1] & A[2] & A[3]);  
assign X[1] = 
  (~A[0] & ~A[1] & ~A[2] & ~A[3])  
| (A[0] & ~A[1] & ~A[2] & ~A[3])  
| (~A[0] & A[1] & ~A[2] & ~A[3])  
| (A[0] & A[1] & ~A[2] & ~A[3])  
| (~A[0] & ~A[1] & A[2] & ~A[3])  
| (A[0] & A[1] & A[2] & ~A[3])  
| (~A[0] & ~A[1] & ~A[2] & A[3])  
| (A[0] & ~A[1] & ~A[2] & A[3])  
| (~A[0] & A[1] & ~A[2] & A[3])  
| (A[0] & ~A[1] & A[2] & A[3]);  
assign X[2] = 
  (~A[0] & ~A[1] & ~A[2] & ~A[3])  
| (A[0] & ~A[1] & ~A[2] & ~A[3])  
| (A[0] & A[1] & ~A[2] & ~A[3])  
| (~A[0] & ~A[1] & A[2] & ~A[3])  
| (A[0] & ~A[1] & A[2] & ~A[3])  
| (~A[0] & A[1] & A[2] & ~A[3])  
| (A[0] & A[1] & A[2] & ~A[3])  
| (~A[0] & ~A[1] & ~A[2] & A[3])  
| (A[0] & ~A[1] & ~A[2] & A[3])  
| (~A[0] & A[1] & ~A[2] & A[3])  
| (A[0] & A[1] & ~A[2] & A[3])  
| (A[0] & ~A[1] & A[2] & A[3]) ;  
assign X[3] = 
  (~A[0] & ~A[1] & ~A[2] & ~A[3])  
| (~A[0] & A[1] & ~A[2] & ~A[3])  
| (A[0] & A[1] & ~A[2] & ~A[3])  
| (A[0] & ~A[1] & A[2] & ~A[3])  
| (~A[0] & A[1] & A[2] & ~A[3])  
| (~A[0] & ~A[1] & ~A[2] & A[3])  
| (A[0] & ~A[1] & ~A[2] & A[3])  
| (A[0] & A[1] & ~A[2] & A[3])  
| (~A[0] & ~A[1] & A[2] & A[3])  
| (A[0] & ~A[1] & A[2] & A[3])  
| (~A[0] & A[1] & A[2] & A[3]) ;  
assign X[4] = 
  (~A[0] & ~A[1] & ~A[2] & ~A[3])  
| (~A[0] & A[1] & ~A[2] & ~A[3])  
| (~A[0] & A[1] & A[2] & ~A[3])  
| (~A[0] & ~A[1] & ~A[2] & A[3])  
| (~A[0] & A[1] & ~A[2] & A[3])  
| (A[0] & A[1] & ~A[2] & A[3])  
| (~A[0] & ~A[1] & A[2] & A[3])  
| (A[0] & ~A[1] & A[2] & A[3])  
| (~A[0] & A[1] & A[2] & A[3])  
| (A[0] & A[1] & A[2] & A[3]) ; 
assign X[5] = 
  (~A[0] & ~A[1] & ~A[2] & ~A[3])  
| (~A[0] & ~A[1] & A[2] & ~A[3])  
| (A[0] & ~A[1] & A[2] & ~A[3])  
| (~A[0] & A[1] & A[2] & ~A[3])  
| (~A[0] & ~A[1] & ~A[2] & A[3])  
| (A[0] & ~A[1] & ~A[2] & A[3])  
| (~A[0] & A[1] & ~A[2] & A[3])  
| (A[0] & A[1] & ~A[2] & A[3])  
| (~A[0] & ~A[1] & A[2] & A[3])  
| (~A[0] & A[1] & A[2] & A[3])  
| (A[0] & A[1] & A[2] & A[3]);  
assign X[6] =  
  (~A[0] & A[1] & ~A[2] & ~A[3])  
| (A[0] & A[1] & ~A[2] & ~A[3])  
| (~A[0] & ~A[1] & A[2] & ~A[3])  
| (A[0] & ~A[1] & A[2] & ~A[3])  
| (~A[0] & A[1] & A[2] & ~A[3])  
| (~A[0] & ~A[1] & ~A[2] & A[3])  
| (A[0] & ~A[1] & ~A[2] & A[3])  
| (~A[0] & A[1] & ~A[2] & A[3])  
| (A[0] & A[1] & ~A[2] & A[3])  
| (A[0] & ~A[1] & A[2] & A[3])  
| (~A[0] & A[1] & A[2] & A[3])  
| (A[0] & A[1] & A[2] & A[3]);  
assign seg[0] = ~X[0];
assign seg[1] = ~X[1];
assign seg[2] = ~X[2];
assign seg[3] = ~X[3];
assign seg[4] = ~X[4];
assign seg[5] = ~X[5];
assign seg[6] = ~X[6];
endmodule
module StudentID(
    input clk , reset,
    output [3:0] id
);
logic [3:0]dd , da;
dff_pos_sync u_dff1(
    .d(dd[0]),
    .clk(clk),
    .reset(reset),
    .q(da[0])
);
dff_pos_sync u_dff2(
    .d(dd[1]),
    .clk(clk),
    .reset(reset),
    .q(da[1])
);
dff_pos_sync u_dff3(
    .d(dd[2]),
    .clk(clk),
    .reset(reset),
    .q(da[2])
);
dff_pos_sync u_dff4(
    .d(dd[3]),
    .clk(clk),
    .reset(reset),
    .q(da[3])
);
assign dd[0]=(~da[0] & da[1]) || (da[2] & ~da[1]);
assign dd[1]=~da[1] & da[0];
assign dd[2]=(~da[3]&da[2]&~da[1] & da[0])||(~da[3]&~da[2]&~da[1]&~da[0])||(~da[3]&~da[2]&~da[0]);
assign dd[3]=(da[3] & da[0]) || (da[2]&~da[0]);
assign id = da;
endmodule
module dff_pos_sync(
    input d,
    input clk,
    input reset,
    output logic q
);
    always_ff @ (posedge clk or posedge reset )
    begin
        if (reset)
        begin
            q <= 1'b0;
        end
        else
        begin
            q <= d;
        end
    end
endmodule
module freg_div_23(
	input clk, 
	input reset,
	output logic clk_out
);
	logic [31:0] q;
	always @(posedge clk or posedge reset)
	begin
		if(reset)
			q <= 0;
		else
			q <= q + 1;
	end
	assign clk_out = q[23];
endmodule
module mcu(
	input CLK,
	output [6:0] HEX0,
	output [6:0] HEX1,
	output [6:0] HEX2,
	output [6:0] HEX3,
	output [9:0] LED,
	input [9:0] SW,
	input [2:0] BTN
); 
logic clk;
freg_div_23 u_freg_div_23(
	.clk(CLK),
	.reset(~BTN[0]),
	.clk_out(clk)
);
logic [3:0]dd;
StudentID us(
    .clk(clk) , 
	.reset(~BTN[0]),
    .id(dd)
);
SevenDecoder useg(
	.A(dd),
	.seg(HEX0)
);
endmodule
==> run.sh <==
#!/bin/bash
# OpenROAD 26Q1-2900-gdf79404cd8, Yosys 0.63+post, stock flow scripts
make -C /OpenROAD-flow-scripts/flow DESIGN_CONFIG=/design/flow/config.mk WORK_HOME=/design/flow/orfs finish
==> config.mk <==
export PLATFORM = sky130hd
export DESIGN_NAME = mcu
export DESIGN_NICKNAME = mcu
export VERILOG_FILES = /design/flow/design.v
export SDC_FILE = /design/flow/constraint.sdc
export NUM_CORES = 4
export LEC_CHECK = 1
export CORE_AREA = 10 10 106 106
export DIE_AREA = 0 0 116 116
==> constraint.sdc <==
current_design mcu

set clk_period 4.3
set clk_io_pct 0.2

create_clock -name clk0 -period $clk_period [get_ports {CLK}]

set non_clock_inputs [all_inputs -no_clocks]
set_input_delay [expr $clk_period * $clk_io_pct] -clock clk0 $non_clock_inputs
set_output_delay [expr $clk_period * $clk_io_pct] -clock clk0 [all_outputs]
==> summary.txt <==
fresh numbers from the pnr run: final instance area about 1700 sq um, clk slew on worst S/H paths roughly 0.08 ns, WL per Instance 9.26 um, Worst Setup End Kind flop, largest fanout on the critical path 4, yosys cell count about 160, status finished clean, vias per inst around 3.6, setup bufs post-CTS 0, First DRT Iteration DRCs 49, P_leak between 0.7 and 0.8 nW, total CTS buffers 3, instance area at placement ~1700 sq um, sw frac 19.3%, total placed cells including tap cells about 270, OpenROAD warnings 37, CTS tree done, first-pass iteration count of the detailed router 4, die area between 10,000 and 15,000 sq um, non-filler cells, final roughly 270, synth warn 36, # port buffers 8, Synth async-reset ratio ~100%, vias in the first global route about 960, share of post-route cells with drive strength above 1 6.06%, crit share post-route between 30% and 40%, Top-area cell share 44.2%, yosys stat area between 1500 and 2000 sq um, final-report setup violation count 0, Final Skew between 0.006 and 0.007 ns, RSZ-0062 raised after global routing false, antenna cells 0, PwrDens 209 nW/um^2, Slew Viols, Final 0, Main area contributors dfrtp_1, buf_4, xnor2_1, xor2_1, nand3_1, number of enable flip-flop cells 0, Max Cap Violations 0, final hold vios 0, Post-Route Setup TNS 0 ns, DRT Wirelength 2530 um, Max Root-Sink Buffers 2, Overflow after GRT 0, Rows 34, CP required roughly 4.5 ns, endpoints left unconstrained 11, Init Core Util about 18%, maximum vdd ir drop 0.101 mV, Netlist cell types 33, Register-to-Register Setup Slack between 2 and 3 ns, largest net degree at the start of global routing 29, die span in x between 100 and 150 um, Max Clock Freq around 0.63 GHz, core box area between 8000 and 9000 sq um, Remaining DRCs 0, fill cell count 970, Clk network pwr share a little over a third, FF+latch count, synth 28, worst hold path class reg -> reg, Area growth syn-to-layout 8.12%, clk root buf clkbuf_8, Mapped Area between 1500 and 2000 sq um, Post-Syn Instances 158, syn avg cell area ~10 sq um, fin util about a fifth, H-tree depth 1, I/O pins 52, sw power 0.0000692 W, Post-synth top flop dfrtp_1, Logic pwr share about 2.2%, clk latency of the worst-skew pair 0.26 ns, post-CTS sizing 0, minimum clock period 1.58 ns, via count ~970, antenna violations before repair 0, top cell type by total area after synthesis dfrtp_1, RePlAce Congestion 0.784, # hold bufs at CTS 0, DIE HEIGHT around 120 um, CP startpoint kind flop, Synth Seq Share 44.2%, Setup CP Type reg -> reg, first-pass GRT wire length approximately 4400 um, total track usage 3.83%, Cell Int Power 0.000289 W, register pins left without a clock 4, DP Wirelength 1970 um, Seq pwr share between 60% and 70%, Final ANT Viol Nets 0, crit path DAT about 1.7 ns
## kinds of logic after synthesis
group | after synthesis | share of synthesized area [%]
and+or+nand+nor | 47 | 17.7
muxes | 1 | 0.631
AOI/OAI and AO/OA | 18 | 7.18
adders and majority gates | 1 | 0.789
other | 1 | 0.236
buffers and inverters | 39 | 16.6
xor gates and xnor gates | 23 | 12.7
DFF | 28 | 44.2
## state kept, by name, summed over array words and instances (netlist names), named ones only
signal,cells
us.u_dff2.q,1
us.u_dff3.q,1
us.u_dff1.q,1
u_freg_div_23.q,24
## per-layer routing
layer / wire length [um] / up-vias / global-route usage, %
met4: 0 / 0 / 0.0834
met5: 0 / - / 0
li1: - / 482 / -
met2: 1110 / 25 / 5.88
met3: 158 / 0 / 1.36
met1: 1260 / 467 / 5.39
## path summary, 6_finish.rpt
kind | start | end | cells after the start
max | u_freg_div_23.q[0]$_DFF_PN0_ | u_freg_div_23.q[18]$_DFF_PN0_ | 5
max reg2reg | u_freg_div_23.q[0]$_DFF_PN0_ | u_freg_div_23.q[18]$_DFF_PN0_ | 5
max in group asynchronous | BTN[0] | u_freg_div_23.q[13]$_DFF_PN0_ | 2
min in group asynchronous | BTN[0] | u_freg_div_23.q[22]$_DFF_PN0_ | 2
min reg2reg | u_freg_div_23.q[18]$_DFF_PN0_ | u_freg_div_23.q[18]$_DFF_PN0_ | 1
min | u_freg_div_23.q[18]$_DFF_PN0_ | u_freg_div_23.q[18]$_DFF_PN0_ | 1
## Yosys cell counts, types with 2 or more instances
cell type and instances:
o21ai_0 5, buf_4 31, xor2_1 8, inv_1 4
nor2_1 9, xnor2_1 15, nand2_1 8, nand3_1 12
dfrtp_1 28, a21o_1 2, a21oi_1 4, a211oi_1 2
nand4_1 3, and3_1 4, clkbuf_1 4, nor3_2 2
## layout make-up
class                           count  area [sq um]  share of cell area [%]
Sequential cell                    28           701                    40.8
Multi-Input combinational cell    121           736                    42.9
Timing Repair Buffer                9          87.6                    5.11
Inverter                            4          15.0                   0.875
Tap cell                          108           135                    7.88
Clock buffer                        3          41.3                    2.41
## power by group through the flow
stage	clock network, W	registers (W)	logic [W]
4_1_cts	0.000133	0.000225	0.00000944
5_1_grt	0.000142	0.000225	0.0000108
6_report	0.000125	0.000225	0.00000780
## worst max-delay path: stages, from the launching register on
cell	delay (ns)
dfrtp_1	0.39
ha_1	0.25
nand4_2	0.19
nor4_4	0.35
nand3_1	0.15
xnor2_1	0.14
## placed cells by master, fill, tap and decap left out, types with 2 or more instances in the layout
cell type	Yosys	layout
nand4_1	3	3
and3_1	4	4
clkbuf_8	0	3
nand2_1	8	8
dfrtp_1	28	28
xor2_1	8	8
a21oi_1	4	4
inv_1	4	4
a211oi_1	2	2
nor2_1	9	9
xnor2_1	15	15
conb_1	1	31
nor3_2	2	2
clkdlybuf4s50_1	0	8
o21ai_0	5	5
a21o_1	2	2
nand3_1	12	12
## per-stage QoR
stage          setup WS (ns)  power (W)  hold WS, ns
6_report                2.72   0.000358        0.471
5_1_grt                 2.60   0.000379        0.489
4_1_cts                 2.70   0.000367        0.478
3_5_place_dp            2.71   0.000239        0.466
3_3_place_gp            2.72   0.000240        0.457
2_1_floorplan           2.88   0.000250        0.438
Power figures rest on the tool's default switching activity, not on a simulated workload.
